File: design/flow/run.sh
#!/bin/bash
# OpenROAD 26Q1-2900-gdf79404cd8, Yosys 0.63+post, stock flow scripts
make -C /OpenROAD-flow-scripts/flow DESIGN_CONFIG=/design/flow/config.mk WORK_HOME=/design/flow/orfs finish
File: design/flow/config.mk
export PLATFORM = sky130hd
export DESIGN_NAME = ds18b20_seg7
export DESIGN_NICKNAME = ds18b20_seg7
export VERILOG_FILES = /design/flow/design.v
export SDC_FILE = /design/flow/constraint.sdc
export NUM_CORES = 4
export LEC_CHECK = 1
export CORE_UTILIZATION = 50
File: design/flow/constraint.sdc
current_design ds18b20_seg7

set clk_period 2.5
set clk_io_pct 0.2

create_clock -name clk0 -period $clk_period [get_ports {CLOCK_50}]

set non_clock_inputs [all_inputs -no_clocks]
set_input_delay [expr $clk_period * $clk_io_pct] -clock clk0 $non_clock_inputs
set_output_delay [expr $clk_period * $clk_io_pct] -clock clk0 [all_outputs]
File: design/flow/design.v
module ds18b20_drive(
  input         clk,                   
  input         rst_n,                  
  inout         one_wire,              
  output [15:0] temperature             
);
reg [5:0] cnt;                        
always @ (posedge clk, negedge rst_n)
  if (!rst_n)
    cnt <= 0;
  else
    if (cnt == 49)
      cnt <= 0;
    else
      cnt <= cnt + 1'b1;
reg clk_1us;                            
always @ (posedge clk, negedge rst_n)
  if (!rst_n)
    clk_1us <= 0;
  else
    if (cnt <= 24)                     
      clk_1us <= 0;
    else
      clk_1us <= 1;      
reg [19:0] cnt_1us;                      
reg cnt_1us_clear;                      
always @ (posedge clk_1us)
  if (cnt_1us_clear)
    cnt_1us <= 0;
  else
    cnt_1us <= cnt_1us + 1'b1;
parameter S00     = 5'h00;
parameter S0      = 5'h01;
parameter S1      = 5'h03;
parameter S2      = 5'h02;
parameter S3      = 5'h06;
parameter S4      = 5'h07;
parameter S5      = 5'h05;
parameter S6      = 5'h04;
parameter S7      = 5'h0C;
parameter WRITE0  = 5'h0D;
parameter WRITE1  = 5'h0F;
parameter WRITE00 = 5'h0E;
parameter WRITE01 = 5'h0A;
parameter READ0   = 5'h0B;
parameter READ1   = 5'h09;
parameter READ2   = 5'h08;
parameter READ3   = 5'h18;
reg [4:0] state;                     
reg one_wire_buf;                     
reg [15:0] temperature_buf;           
reg [5:0] step;                        
reg [3:0] bit_valid;                  
always @(posedge clk_1us, negedge rst_n)
begin
  if (!rst_n)
  begin
    one_wire_buf <= 1'bZ;
    step         <= 0;
    state        <= S00;
  end
  else
  begin
    case (state)
      S00 : begin              
              temperature_buf <= 16'h001F;
              state           <= S0;
            end
      S0 :  begin                       
              cnt_1us_clear <= 1;
              one_wire_buf  <= 0;              
              state         <= S1;
            end
      S1 :  begin
              cnt_1us_clear <= 0;
              if (cnt_1us == 500)        
              begin
                cnt_1us_clear <= 1;
                one_wire_buf  <= 1'bZ;  
                state         <= S2;
              end 
            end
      S2 :  begin
              cnt_1us_clear <= 0;
              if (cnt_1us == 100)        
              begin
                cnt_1us_clear <= 1;
                state         <= S3;
              end 
            end
      S3 :  if (~one_wire)             
              state <= S4;
            else if (one_wire)       
              state <= S0;
      S4 :  begin
              cnt_1us_clear <= 0;
              if (cnt_1us == 400)         
              begin
                cnt_1us_clear <= 1;
                state         <= S5;
              end 
            end        
      S5 :  begin                   
              if      (step == 0)      
              begin
                step  <= step + 1'b1;
                state <= WRITE0;
              end
              else if (step == 1)
              begin
                step  <= step + 1'b1;
                state <= WRITE0;
              end
              else if (step == 2)
              begin                
                one_wire_buf <= 0;
                step         <= step + 1'b1;
                state        <= WRITE01; 
              end
              else if (step == 3)
              begin
                one_wire_buf <= 0;
                step         <= step + 1'b1;
                state        <= WRITE01;                
              end
              else if (step == 4)
              begin
                step  <= step + 1'b1;
                state <= WRITE0;
              end
              else if (step == 5)
              begin
                step  <= step + 1'b1;
                state <= WRITE0;
              end
              else if (step == 6)
              begin
                one_wire_buf <= 0;
                step         <= step + 1'b1;
                state        <= WRITE01;
              end
              else if (step == 7)
              begin
                one_wire_buf <= 0;
                step         <= step + 1'b1;
                state        <= WRITE01;
              end
              else if (step == 8)      
              begin
                step  <= step + 1'b1;
                state <= WRITE0;
              end
              else if (step == 9)
              begin
                step  <= step + 1'b1;
                state <= WRITE0;
              end
              else if (step == 10)
              begin
                one_wire_buf <= 0;
                step         <= step + 1'b1;
                state        <= WRITE01;
              end
              else if (step == 11)
              begin
                step  <= step + 1'b1;
                state <= WRITE0;
              end
              else if (step == 12)
              begin
                step  <= step + 1'b1;
                state <= WRITE0;
              end
              else if (step == 13)
              begin
                step  <= step + 1'b1;
                state <= WRITE0;
              end
              else if (step == 14)
              begin
                one_wire_buf <= 0;
                step         <= step + 1'b1;
                state        <= WRITE01;
              end
              else if (step == 15)
              begin
                step  <= step + 1'b1;
                state <= WRITE0;
              end
              else if (step == 16)
              begin
                one_wire_buf <= 1'bZ;
                step         <= step + 1'b1;
                state        <= S6;                
              end
              else if (step == 17)
              begin
                step  <= step + 1'b1;
                state <= WRITE0;
              end
              else if (step == 18)
              begin
                step  <= step + 1'b1;
                state <= WRITE0;
              end
              else if (step == 19)
              begin
                one_wire_buf <= 0;
                step         <= step + 1'b1;
                state        <= WRITE01;                
              end
              else if (step == 20)
              begin
                step  <= step + 1'b1;
                state <= WRITE01;
                one_wire_buf <= 0;
              end
              else if (step == 21)
              begin
                step  <= step + 1'b1;
                state <= WRITE0;
              end
              else if (step == 22)
              begin
                step  <= step + 1'b1;
                state <= WRITE0;
              end
              else if (step == 23)
              begin
                one_wire_buf <= 0;
                step         <= step + 1'b1;
                state        <= WRITE01;
              end
              else if (step == 24)
              begin
                one_wire_buf <= 0;
                step         <= step + 1'b1;
                state        <= WRITE01;               
              end
              else if (step == 25)     
              begin
                step  <= step + 1'b1;
                state <= WRITE0;
              end
              else if (step == 26)
              begin
                one_wire_buf <= 0;
                step         <= step + 1'b1;
                state        <= WRITE01;                
              end
              else if (step == 27)
              begin
                one_wire_buf <= 0;
                step         <= step + 1'b1;
                state        <= WRITE01;                
              end
              else if (step == 28)
              begin
                one_wire_buf <= 0;
                step         <= step + 1'b1;
                state        <= WRITE01;                
              end
              else if (step == 29)
              begin
                one_wire_buf <= 0;
                step         <= step + 1'b1;
                state        <= WRITE01;
              end
              else if (step == 30)
              begin
                one_wire_buf <= 0;
                step         <= step + 1'b1;
                state        <= WRITE01;
              end
              else if (step == 31)
              begin
                step  <= step + 1'b1;
                state <= WRITE0;
              end
              else if (step == 32)
              begin
                one_wire_buf <= 0;
                step         <= step + 1'b1;
                state        <= WRITE01;
              end
              else if (step == 33)
              begin
                step  <= step + 1'b1;
                state <= S7;
              end 
            end
      S6 :  begin
              cnt_1us_clear <= 0;
              if (cnt_1us == 750000 | one_wire)    
              begin
                cnt_1us_clear <= 1;
                state         <= S0;   
              end 
            end
      S7 :  begin                     
              if      (step == 34)
              begin
                bit_valid    <= 0;
                one_wire_buf <= 0;
                step         <= step + 1'b1;
                state        <= READ0;
              end
              else if (step == 35)
              begin
                bit_valid    <= bit_valid + 1'b1;
                one_wire_buf <= 0;
                step         <= step + 1'b1;
                state        <= READ0;
              end
              else if (step == 36)
              begin
                bit_valid    <= bit_valid + 1'b1;
                one_wire_buf <= 0;
                step         <= step + 1'b1;
                state        <= READ0;
              end
              else if (step == 37)
              begin
                bit_valid    <= bit_valid + 1'b1;
                one_wire_buf <= 0;
                step         <= step + 1'b1;
                state        <= READ0;               
              end
              else if (step == 38)
              begin
                bit_valid    <= bit_valid + 1'b1;
                one_wire_buf <= 0;
                step         <= step + 1'b1;
                state        <= READ0;                
              end
              else if (step == 39)
              begin
                bit_valid    <= bit_valid + 1'b1;
                one_wire_buf <= 0;
                step         <= step + 1'b1;
                state        <= READ0;               
              end
              else if (step == 40)
              begin
                bit_valid    <= bit_valid + 1'b1;
                one_wire_buf <= 0;
                step         <= step + 1'b1;
                state        <= READ0;                
              end
              else if (step == 41)
              begin
                bit_valid    <= bit_valid + 1'b1;
                one_wire_buf <= 0;
                step         <= step + 1'b1;
                state        <= READ0;
              end
              else if (step == 42)
              begin
                bit_valid    <= bit_valid + 1'b1;
                one_wire_buf <= 0;
                step         <= step + 1'b1;
                state        <= READ0;                
              end
              else if (step == 43)
              begin
                bit_valid    <= bit_valid + 1'b1;
                one_wire_buf <= 0;
                step         <= step + 1'b1;
                state        <= READ0;
              end
              else if (step == 44)
              begin
                bit_valid    <= bit_valid + 1'b1;
                one_wire_buf <= 0;
                step         <= step + 1'b1;
                state        <= READ0;                
              end
              else if (step == 45)
              begin
                bit_valid    <= bit_valid + 1'b1;
                one_wire_buf <= 0;
                step         <= step + 1'b1;
                state        <= READ0;                
              end
              else if (step == 46)
              begin
                bit_valid    <= bit_valid + 1'b1;
                one_wire_buf <= 0;
                step         <= step + 1'b1;
                state        <= READ0;                
              end
              else if (step == 47)
              begin
                bit_valid    <= bit_valid + 1'b1;
                one_wire_buf <= 0;
                step         <= step + 1'b1;
                state        <= READ0;                
              end
              else if (step == 48)
              begin
                bit_valid    <= bit_valid + 1'b1;
                one_wire_buf <= 0;
                step         <= step + 1'b1;
                state        <= READ0;                
              end
              else if (step == 49)
              begin
                bit_valid    <= bit_valid + 1'b1;
                one_wire_buf <= 0;
                step         <= step + 1'b1;
                state        <= READ0;                
              end
              else if (step == 50)
              begin
                step  <= 0;
                state <= S0;
              end 
            end            
      WRITE0 :
            begin
              cnt_1us_clear <= 0;
              one_wire_buf  <= 0;                 
              if (cnt_1us == 80)        
              begin
                cnt_1us_clear <= 1;
                one_wire_buf  <= 1'bZ;            
                state         <= WRITE00;
              end 
            end
      WRITE00 :                       
              state <= S5;
      WRITE01 :                       
              state <= WRITE1;
      WRITE1 :
            begin
              cnt_1us_clear <= 0;
              one_wire_buf  <= 1'bZ;   
              if (cnt_1us == 80)        
              begin
                cnt_1us_clear <= 1;
                state         <= S5;
              end 
            end
      READ0 : state <= READ1;          
      READ1 :
            begin
              cnt_1us_clear <= 0;
              one_wire_buf  <= 1'bZ;   
              if (cnt_1us == 10)       
              begin
                cnt_1us_clear <= 1;
                state         <= READ2;
              end 
            end
      READ2 :                          
            begin
              temperature_buf[bit_valid] <= one_wire;
              state                      <= READ3;
            end
      READ3 :
            begin
              cnt_1us_clear <= 0;
              if (cnt_1us == 55)       
              begin
                cnt_1us_clear <= 1;
                state <= S7;
              end 
            end
      default : state <= S00;
    endcase 
  end 
end 
assign one_wire = one_wire_buf;         
wire [15:0] t_buf = temperature_buf & 16'h07FF;
assign temperature[3:0]   = (t_buf[3:0] * 10) >> 4;
assign temperature[7:4]   = (((t_buf[7:4] * 10) >> 4) >= 4'd10) ? (((t_buf[7:4] * 10) >> 4) - 'd10) : ((t_buf[7:4] * 10) >> 4);
assign temperature[11:8]  = (((t_buf[7:4] * 10) >> 4) >= 4'd10) ? (((t_buf[11:8] * 10) >> 4) + 'd1) + 'd2 : ((t_buf[11:8] * 10) >> 4) + 'd2;
assign temperature[15:12] = temperature_buf[12] ? 1 : 0;
endmodule
module ds18b20_seg7(
  input        CLOCK_50,               
  input        Q_KEY,                  
  inout        DS18B20,
  output [7:0] SEG7_SEG,               
  output [3:0] SEG7_SEL                
);
wire [15:0] t_buf;
ds18b20_drive ds18b20_u0(
  .clk(CLOCK_50),
  .rst_n(Q_KEY),
  .one_wire(DS18B20),
  .temperature(t_buf)
);
seg_dynamic_drive seg7_u0(
  .clk         (CLOCK_50),
  .data       	({t_buf[11:8],t_buf[7:4],t_buf[3:0],4'h0}),
  .dp    		(4'b1011),
  .SEG       	(SEG7_SEG),
  .SEG_S     	(SEG7_SEL)
);
endmodule
module seg_dynamic_drive(
input		clk,
input [15:0] data,	
input  [3:0] dp,		
output reg [3:0] SEG_S,		
output reg [7:0] SEG	
);
reg [16:0] cnt;
always @ (posedge clk)	
	cnt <= cnt + 1'b1; 
reg [3:0] HEX;				
always  @ (posedge clk)
begin
	case(cnt[16:15])		
		2'b00 : HEX <= data[3:0];
		2'b01 : HEX <= data[7:4];
		2'b10 : HEX <= data[11:8]; 
		2'b11 : HEX <= data[15:12];
		default : ;
	endcase
end
always  @ (posedge clk)	
begin
	case(cnt[16:15])
		2'b00 : SEG_S <= 4'b0001;
		2'b01 : SEG_S <= 4'b0010;
		2'b10 : SEG_S <= 4'b0100;
		2'b11 : SEG_S <= 4'b1000;
		default : ;
	endcase
end
always  @ (posedge clk)
begin
	case(cnt[16:15])
		2'b00 : SEG[7] <= dp[0];
		2'b01 : SEG[7] <= dp[1];
		2'b10 : SEG[7] <= dp[2];
		2'b11 : SEG[7] <= dp[3];
		default : ;
	endcase
end
always @ (HEX)
begin
	case(HEX)
      4'h0: SEG[6:0] <= 7'b1000000;     
      4'h1: SEG[6:0] <= 7'b1111001;
      4'h2: SEG[6:0] <= 7'b0100100;
      4'h3: SEG[6:0] <= 7'b0110000;
      4'h4: SEG[6:0] <= 7'b0011001;
      4'h5: SEG[6:0] <= 7'b0010010;
      4'h6: SEG[6:0] <= 7'b0000010;
      4'h7: SEG[6:0] <= 7'b1111000;
      4'h8: SEG[6:0] <= 7'b0000000;
      4'h9: SEG[6:0] <= 7'b0010000;
      4'hA: SEG[6:0] <= 7'b0001000;
      4'hB: SEG[6:0] <= 7'b0000011;
      4'hC: SEG[6:0] <= 7'b1000110;
      4'hD: SEG[6:0] <= 7'b0100001;
      4'hE: SEG[6:0] <= 7'b0000110;
      4'hF: SEG[6:0] <= 7'b0001110;
      default: ;
    endcase
end
endmodule
==> qor.txt <==
status = finished, final reports clean
Unique cell types = 73
Worst Setup EP = SEG7_SEG[3]
YS warnings = 8
Die Y = 105 um
Worst EP arrival = 2.41 ns
cycle use final = 89.4%
H-tree depth = 2
P&R area growth vs syn = 5.32%
Pre-antenna DRT Iters = 4
LEAKAGE = 2.21 nW
RSZ-0062 raised after global routing = no
crit path DRT = 2.68 ns
Synth Cell Area = 5310 um2
Design Area, Final = 5590 um2
flops & latches, synth = 95
PD cells = 182 nW/um2
Resize count post-CTS = 0
HPWL after detailed placement = 7100 um
Synth Flop Type = dfxtp_1
first-pass GRT wire length = 17,500 um
combinational fraction of design power = 1.5%
clock root cell = clkbuf_8
Rel. slew slack = 45.2%
All-Layer GR Usage = 19.7%
GR Overflow Total = 0
layout cells sized above 1 = 3.97%
Final setup viols = 0
# DRC = 0
vias = 4,026
CTS tree = done
Post-CTS Setup Bufs = 0
Tool Warnings = 42
# Cells Yosys = 585
CP max FO = 6
reg2reg start = seg7_u0.cnt[16]
P_int = 0.000803 W
worst setup path class = reg2reg
WL per Instance = 13.7 um
boundary pin count = 15
initial antenna violation count = 0
f_max = 0.447 GHz
CP endpoint kind = register
Sw Pwr = 0.000214 W
register area = 2210 um2
final tally of hold violations = 0
sequential share of power = 56.7%
I/O Buffers = 13
drt initial violations = 174
Die W = 105 um
register share after synthesis = 41.7%
number of unconstrained endpoints = 74
slew of the pin with the lowest slew margin = 0.822 ns
EDFF count, synth = 16
Routed Antenna Nets = 0
# rows = 37
minimum clock period = 2.23 ns
Hold Buf Count CTS = 0
clk latency late pin = 0.29 ns
Net Sw Frac = 21.0%
yosys stat chip area = 5310 um2
DP Area = 5500 um2
Startpoint Class = register
clk_skew = 0.00625 ns
Async SR Flop Fraction = 31.6%
number of fill cells = 917
register clock-pin slew on the reported worst setup and hold paths = 0.07 ns
clk buf depth = 2
Clk pwr share = 41.9%
FF-to-FF path depth = 8
total CTS buffers = 5
startpoint of the worst setup timing path = seg7_u0.cnt[16]
maximum VDD drop = 0.231 mV
logic area = 2840 um2
largest net degree at the start of global routing = 60
Pre-Place Util = 51.4%
HP Class = reg2reg
Avg Vias per Cell = 5.62
Routability Congestion = 0.842
max-cap viol count = 0
register-to-register setup slack = 0.27 ns
vias in the first global route = 3,732
R2R Path End = SEG7_SEG[3]
core area = 10,300 um2
n_diodes = 0
Synth Instances = 585
register pins left without a clock = 59
Chip Area = 11,000 um2
Post-Syn Area per Cell = 9.08 um2
setup TNS = 0 ns
drt total wl = 9800 um
Final Max Tran Viols = 0
## critical path, cell delays in order (launching register included)
cell and delay [ns]:
dfxtp_1 0.36, nor2b_1 0.20, inv_1 0.10, a21oi_1 0.05, a221oi_1 0.54, inv_1 0.21
ha_1 0.25, mux2_2 0.26, a21o_1 0.17
## area by class of cell
cell class	count	share of cell area [%]
multi-input combinational	430	50.8
sequential	95	39.6
tap	136	3.04
timing repair buffer	17	2.86
inverter	30	2.01
clock buffer	7	1.54
clock inverter	1	0.134
## per-layer routing
metal  track usage, %  vias to the layer above  part of all wire, %  wire length, um
li1                 -                     2054                    -                -
met1             32.8                     1894                   51             5040
met2             30.2                       72                   45             4420
met3             1.65                        6                  2.8              278
met4             1.81                        0                 0.67               66
met5                0                        -                    0                0
## cell usage in the layout (no fill, tap or decap), types with 5 or more instances in the layout
cell type	instances
xor2_1	19
nor2b_1	11
a21o_1	8
clkdlybuf4s50_1	13
dfxtp_1	49
mux2i_1	6
nand2_1	67
o31ai_1	5
nand2b_1	10
and2_1	7
nand3_1	27
a21oi_1	21
nor2_1	47
nor3_1	9
inv_1	30
ha_1	31
clkbuf_8	6
xnor2_1	19
and3_1	8
nand4_1	11
dfrtp_1	29
o21ai_0	21
o22ai_1	5
edfxtp_1	16
and4_1	6
nor4_1	11
## sequential cells by signal, indices dropped and copies added (netlist names)
signal,count
SEG7_SEG,7
ds18b20_u0.bit_valid,4
ds18b20_u0.clk_1us,1
ds18b20_u0.cnt,6
ds18b20_u0.cnt_1us,20
ds18b20_u0.cnt_1us_clear,1
ds18b20_u0.state,17
ds18b20_u0.step,6
ds18b20_u0.temperature_buf,11
seg7_u0.SEG,1
seg7_u0.SEG_S,4
seg7_u0.cnt,17
## synth_stat cells (5+ instances only)
cell / instances / area (um2)
and3_1: 8 / 50.1
dfrtp_1: 29 / 726
inv_1: 30 / 113
edfxtp_1: 16 / 480
and4_1: 6 / 52.6
ha_1: 31 / 388
nand4_1: 11 / 68.8
a21oi_1: 21 / 105
nor2b_1: 11 / 68.8
buf_2: 7 / 35.0
o21ai_0: 21 / 105
dfxtp_1: 49 / 981
mux2i_1: 6 / 60.1
nor4_1: 11 / 68.8
nor2_1: 47 / 176
nor3_1: 9 / 45.0
and2_1: 7 / 43.8
xor2_1: 19 / 166
a21o_1: 8 / 60.1
nand2b_1: 10 / 62.6
nand2_1: 67 / 251
clkbuf_1: 18 / 67.6
nand3_1: 27 / 135
o22ai_1: 5 / 31.3
xnor2_1: 19 / 166
o31ai_1: 5 / 37.5
## cell families (layout without fill, tap and decap cells)
family	after synthesis	count (layout)	synth area share (%)
other cells	1	2	0.0706
simple gates	238	238	23.1
flops	95	95	41.7
buf+inv	61	55	4.85
xor+xnor	38	38	6.27
fa+ha+maj	33	33	8.06
compound gates	112	112	14.7
mux	7	7	1.34
## how the worst min path moves through the flow
stage,startpoint,to,slack [ns],cells past startpoint
5_1_grt,seg7_u0.cnt[0],seg7_u0.cnt[0],0.46,1
6_report,seg7_u0.cnt[0],seg7_u0.cnt[0],0.44,1
4_1_cts,seg7_u0.cnt[0],seg7_u0.cnt[0],0.44,1
## stage by stage
| stage | std cells | worst slack, ns | utilization [%] | total power [W] | hold WS, ns |
|---|---|---|---|---|---|
| 6_report | 716 | 0.265 | 54.2 | 0.00102 | 0.438 |
| 5_1_grt | 716 | 0.0593 | 54.2 | 0.00106 | 0.463 |
| 4_1_cts | 716 | 0.259 | 54.2 | 0.00103 | 0.444 |
| 3_5_place_dp | 708 | 0.285 | 53.3 | 0.000605 | 0.425 |
| 3_3_place_gp | 708 | 0.360 | 53.3 | 0.000605 | 0.412 |
| 2_1_floorplan | 586 | 0.552 | - | 0.000593 | 0.204 |
## power groups by stage
| stage | clock (W) | sequential (W) | combinational, W |
|---|---|---|---|
| 4_1_cts | 0.000438 | 0.000576 | 0.0000162 |
| 5_1_grt | 0.000468 | 0.000576 | 0.0000181 |
| 6_report | 0.000426 | 0.000576 | 0.0000152 |
Power and IR drop assume default switching activity.
